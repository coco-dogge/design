===== design/flow/config.mk =====
export PLATFORM = sky130hd
export DESIGN_NAME = HW20
export DESIGN_NICKNAME = HW20
export VERILOG_FILES = /design/flow/design.v
export SDC_FILE = /design/flow/constraint.sdc
export NUM_CORES = 4
export LEC_CHECK = 1
export CORE_UTILIZATION = 30

===== design/flow/design.v =====
module HW20(btn,CLK,sw,
	lcd_on,lcd_data,lcd_rs,lcd_rw,lcd_en);
input  CLK;
input [3:0] btn;
input [3:0]sw;
output [7:0] lcd_data;
output lcd_on,lcd_rs,lcd_rw,lcd_en;
reg	[5+2:0]	lut_index;
reg	[8:0]	lut_data;
reg	[5:0]	mlcd_st;
reg	[17:0]	mdly;
reg			mlcd_start;
reg	[7:0]	mlcd_data;
reg			mlcd_rs;
wire		mlcd_done;
wire		rst;
reg [7:0]	string_data[15:0][1:0];
reg [1:0]	string_state;
assign rst = btn[0] & btn[1] & btn[2] & btn[3];
localparam	
	lcd_intial	=	0,
	lcd_line1	=	5,
	lcd_ch_line	=	lcd_line1+16,
	lcd_line2	=	lcd_line1+16+1,
	lut_size	=	lcd_line1+32+1;
assign lcd_on=1'b1;
always@(posedge CLK or negedge rst)
begin
	if(!rst)
	begin
		lut_index	<=	0;
		mlcd_st		<=	0;
		mdly		<=	0;
		mlcd_start	<=	0;
		mlcd_data	<=	0;
		mlcd_rs		<=	0;
	end
	else
	begin
		if(lut_index<lut_size)
		begin
			case(mlcd_st)
			0:	begin
					mlcd_data	<=	lut_data[7:0];
					mlcd_rs		<=	lut_data[8];
					mlcd_start	<=	1;
					mlcd_st		<=	1;
				end
			1:	begin
					if(mlcd_done)
					begin
						mlcd_start	<=	0;
						mlcd_st		<=	2;					
					end
				end
			2:	begin
					if(mdly<18'h3fffe)
					mdly	<=	mdly+1;
					else
					begin
						mdly	<=	0;
						mlcd_st	<=	3;
					end
				end
			3:	begin
					lut_index	<=	lut_index+1;
					mlcd_st	<=	0;
				end
			endcase
		end
	end
end
always
begin
	case(lut_index)
	lcd_intial+0:	lut_data	<=	9'h038;
	lcd_intial+1:	lut_data	<=	9'h00c;
	lcd_intial+2:	lut_data	<=	9'h001;
	lcd_intial+3:	lut_data	<=	9'h006;
	lcd_intial+4:	lut_data	<=	9'h080;
	lcd_line1+0:	lut_data	<=	{1'b1,string_data[0] [0]};	 
	lcd_line1+1:	lut_data	<=	{1'b1,string_data[1] [0]};
	lcd_line1+2:	lut_data	<=	{1'b1,string_data[2] [0]};
	lcd_line1+3:	lut_data	<=	{1'b1,string_data[3] [0]};
	lcd_line1+4:	lut_data	<=	{1'b1,string_data[4] [0]};
	lcd_line1+5:	lut_data	<=	{1'b1,string_data[5] [0]};
	lcd_line1+6:	lut_data	<=	{1'b1,string_data[6] [0]};
	lcd_line1+7:	lut_data	<=	{1'b1,string_data[7] [0]};
	lcd_line1+8:	lut_data	<=	{1'b1,string_data[8] [0]};
	lcd_line1+9:	lut_data	<=	{1'b1,string_data[9] [0]};
	lcd_line1+10:	lut_data	<=	{1'b1,string_data[10][0]};
	lcd_line1+11:	lut_data	<=	{1'b1,string_data[11][0]};
	lcd_line1+12:	lut_data	<=	{1'b1,string_data[12][0]};
	lcd_line1+13:	lut_data	<=	{1'b1,string_data[13][0]};
	lcd_line1+14:	lut_data	<=	{1'b1,string_data[14][0]};
	lcd_line1+15:	lut_data	<=	{1'b1,string_data[15][0]};
	lcd_ch_line:	lut_data	<=	9'h0c0;
	lcd_line2+0:	lut_data	<=	{1'b1,string_data[0] [1]};	 
	lcd_line2+1:	lut_data	<=	{1'b1,string_data[1] [1]};	
	lcd_line2+2:	lut_data	<=	{1'b1,string_data[2] [1]};
	lcd_line2+3:	lut_data	<=	{1'b1,string_data[3] [1]};
	lcd_line2+4:	lut_data	<=	{1'b1,string_data[4] [1]};
	lcd_line2+5:	lut_data	<=	{1'b1,string_data[5] [1]};
	lcd_line2+6:	lut_data	<=	{1'b1,string_data[6] [1]};
	lcd_line2+7:	lut_data	<=	{1'b1,string_data[7] [1]};
	lcd_line2+8:	lut_data	<=	{1'b1,string_data[8] [1]};
	lcd_line2+9:	lut_data	<=	{1'b1,string_data[9] [1]};
	lcd_line2+10:	lut_data	<=	{1'b1,string_data[10][1]};
	lcd_line2+11:	lut_data	<=	{1'b1,string_data[11][1]};
	lcd_line2+12:	lut_data	<=	{1'b1,string_data[12][1]};
	lcd_line2+13:	lut_data	<=	{1'b1,string_data[13][1]};
	lcd_line2+14:	lut_data	<=	{1'b1,string_data[14][1]};
	lcd_line2+15:	lut_data	<=	{1'b1,string_data[15][1]};
	default:		lut_data	<=	9'h120;
	endcase
end
always @(posedge CLK)
begin
integer i;
	case(string_state)
		2'b00:begin
			string_data[0][0]		<=	" ";
			string_data[1][0]		<=	"W";
			string_data[2][0]		<=	"e";
			string_data[3][0]		<=	"l"; 
			string_data[4][0]		<=	"c";
			string_data[5][0]		<=	"o";
			string_data[6][0]		<=	"m";
			string_data[7][0]		<=	"e"; 
			string_data[8][0]		<=	" ";
			string_data[9][0]		<=	"A";
			string_data[10][0]	<=	"L";
			string_data[11][0]	<=	"T"; 
			string_data[12][0]	<=	"E";
			string_data[13][0]	<=	"R";
			string_data[14][0]	<=	"A";
			string_data[15][0]	<=	" "; 
			for(i=0;i<16;i=i+1)
				string_data[i][1]	<=	8'h20;
		end
		2'b01:begin
			string_data[0][0]		<=	" ";
			string_data[1][0]		<=	" ";
			string_data[2][0]		<=	" ";
			string_data[3][0]		<=	" "; 
			string_data[4][0]		<=	" ";
			string_data[5][0]		<=	" ";
			string_data[6][0]		<=	"1";
			string_data[7][0]		<=	"."; 
			string_data[8][0]		<=	"T";
			string_data[9][0]		<=	"S";
			string_data[10][0]	<=	" ";
			string_data[11][0]	<=	" "; 
			string_data[12][0]	<=	" ";
			string_data[13][0]	<=	" ";
			string_data[14][0]	<=	" ";
			string_data[15][0]	<=	" "; 
			string_data[0][1]		<=	" ";
			string_data[1][1]		<=	" ";
			string_data[2][1]		<=	" ";
			string_data[3][1]		<=	" "; 
			string_data[4][1]		<=	" ";
			string_data[5][1]		<=	" ";
			string_data[6][1]		<=	"2";
			string_data[7][1]		<=	"."; 
			string_data[8][1]		<=	"N";
			string_data[9][1]		<=	"S";
			string_data[10][1]	<=	" ";
			string_data[11][1]	<=	" "; 
			string_data[12][1]	<=	" ";
			string_data[13][1]	<=	" ";
			string_data[14][1]	<=	" ";
			string_data[15][1]	<=	" "; 
		end
		2'b10:begin
			string_data[0][0]		<=	" ";
			string_data[1][0]		<=	" ";
			string_data[2][0]		<=	" ";
			string_data[3][0]		<=	" "; 
			string_data[4][0]		<=	"T";
			string_data[5][0]		<=	"E";
			string_data[6][0]		<=	"A";
			string_data[7][0]		<=	"M"; 
			string_data[8][0]		<=	" ";
			string_data[9][0]		<=	"S";
			string_data[10][0]	<=	"E";
			string_data[11][0]	<=	"T"; 
			string_data[12][0]	<=	" ";
			string_data[13][0]	<=	" ";
			string_data[14][0]	<=	" ";
			string_data[15][0]	<=	" "; 
			for(i=0;i<16;i=i+1)
				string_data[i][1]	<=	8'h20;
		end
		2'b11:begin
			string_data[0][0]		<=	" ";
			string_data[1][0]		<=	" ";
			string_data[2][0]		<=	" ";
			string_data[3][0]		<=	"N"; 
			string_data[4][0]		<=	"U";
			string_data[5][0]		<=	"M";
			string_data[6][0]		<=	"B";
			string_data[7][0]		<=	"E"; 
			string_data[8][0]		<=	"R";
			string_data[9][0]		<=	" ";
			string_data[10][0]	<=	"S";
			string_data[11][0]	<=	"E"; 
			string_data[12][0]	<=	"T";
			string_data[13][0]	<=	" ";
			string_data[14][0]	<=	" ";
			string_data[15][0]	<=	" "; 
			for(i=0;i<16;i=i+1)
				string_data[i][1]	<=	8'h20;
		end
	endcase
end
always @(posedge CLK)
begin
	if(!btn[3])string_state<=2'b00;
	else if(!btn[0])string_state<=2'b01;
	else if(!((btn[1] == 1'b1) || (string_state == 2'b11)))string_state<=2'b10;
	else if(!((btn[2] == 1'b1) || (string_state == 2'b10)))string_state<=2'b11;
end
lcd_controller 		u0	(	 
							.idata(mlcd_data),
							.irs(mlcd_rs),
							.istart(mlcd_start),
							.odone(mlcd_done),
							.iclk(CLK),
							.irst_n(rst),
							.lcd_data(lcd_data),
							.lcd_rw(lcd_rw),
							.lcd_en(lcd_en),
							.lcd_rs(lcd_rs)	);
endmodule
module lcd_controller (	
	idata,irs,istart,odone,iclk,irst_n,
	lcd_data,lcd_rw,lcd_en,lcd_rs	);
input	[7:0]	idata;
input	irs,istart;
input	iclk,irst_n;
output reg odone;
output [7:0] lcd_data;
output reg lcd_en;
output lcd_rw;
output lcd_rs;
reg [4:0]	cont;
reg	[1:0]	state;
reg	prestart,mstart;
assign	lcd_data	=	idata; 
assign	lcd_rw		=	1'b0;
assign	lcd_rs		=	irs;
always@(posedge iclk or negedge irst_n)
begin
	if(!irst_n)
	begin
		odone<=0;	lcd_en<=0;
		prestart<=0;	mstart<=0;
		cont<=0;	state<=0;
	end
	else
	begin
		prestart<=	istart;
		if({prestart,istart}==2'b01)
		begin
			mstart	<=	1'b1;
			odone	<=	1'b0;
		end
		if(mstart)
		begin
			case(state)
			0:	state	<=	1;	 
			1:	begin
					lcd_en	<=	1'b1;
					state		<=	2;
				end
			2:	begin					
					if(cont<25)
					cont	<=	cont+1;
					else
					state		<=	3;
				end
			3:	begin
					lcd_en	<=	1'b0;
					mstart	<=	1'b0;
					odone	<=	1'b1;
					cont	<=	0;
					state		<=	0;
				end
			endcase
		end
	end
end
endmodule

===== design/flow/constraint.sdc =====
current_design HW20

set clk_period 4.7
set clk_io_pct 0.2

create_clock -name clk0 -period $clk_period [get_ports {CLK}]

set non_clock_inputs [all_inputs -no_clocks]
set_input_delay [expr $clk_period * $clk_io_pct] -clock clk0 $non_clock_inputs
set_output_delay [expr $clk_period * $clk_io_pct] -clock clk0 [all_outputs]

===== design/flow/run.sh =====
#!/bin/bash
# OpenROAD 26Q1-2900-gdf79404cd8, Yosys 0.63+post, stock flow scripts
make -C /OpenROAD-flow-scripts/flow DESIGN_CONFIG=/design/flow/config.mk WORK_HOME=/design/flow/orfs finish

==> impl_metrics.py <==
# Physical implementation metrics
metrics = {
    "place": {
        "globalplace.congestion": 0.904,
        "place_hpwl_mm": 5.87,
        "port_buffers": 14,
    },
    "yosys": {
        "ys_sh_simple": 0.223,
        "synth-seq-cells": 78,
        "synth_seq_share": 0.459,
        "top_area_cell": "dfrtp_1",
        "edf_count": 0,
        "xor_share": 0.0220,
        "async_flop_share": 0.679,
        "synthAdderAreaFrac": 0.0189,
        "ys_chip_area_sq_um": 3980,
        "top_cells_by_count": "51 x dfrtp_1, 45 x nand2_1, 38 x nor2_1",
        "ys_sh_aoi": 0.201,
        "avgSynthCellArea_sq_um": 8.99,
        "top_cells_by_area": "dfrtp_1 32%, dfxtp_1 13%, nand2_1 4.2%",
        "most_common_cell": "dfrtp_1",
        "syn_inst": 443,
        "mux_area_frac": 0.0157,
        "synth_cell_types": 68,
        "syn_area_sq_um": 3980,
        "synth_warnings": 3,
        "ys_top_logic_family": "simple AND/OR/NAND/NOR gates",
        "dominantRegCellSynth": "dfrtp_1",
        "synth.top_cell.area_share": 0.321,
        "synth_stat.cells": 443,
    },
    "die": {
        "die_width_um": 117,
        "coreArea_sq_um": 12800,
        "chipArea_sq_um": 13700,
        "fp_util": 0.312,
        "rows": 41,
        "io_pins": 21,
        "die_h_um": 117,
    },
    "layout": {
        "logic_area_sq_um": 1930,
        "post-route-util": 0.355,
        "drive_above_1_share": 0.0987,
        "flop_area_sq_um": 1830,
        "area_growth_pct": 13.8,
        "fill_cells": 1233,
    },
    "flow_run": {
        "cap_violations": 0,
        "warnings": 32,
    },
    "global_route": {
        "antenna_found_initial": 0,
        "grt_pass1_wl_mm": 14.4,
        "grt_usage": 0.135,
        "grt_max_degree": 29,
        "grt_overflow": 0,
        "grt_pass1_vias": 2975,
    },
    "power": {
        "peakVddDrop_mv": 0.149,
        "power_density_nw_per_um2": 310,
        "swShare": 0.221,
        "p_leak_nw": 1.87,
        "seq_power_share": 0.497,
        "share_comb_of_total_power": 0.017,
        "p_sw_mw": 0.310,
        "clkPwrFrac": 0.486,
        "p_int_mw": 1.09,
    },
    "critical_path": {
        "end_kind": "flop",
        "cp_top_family": "AND-OR/OR-AND gates",
        "worst-path-max-fanout": 18,
        "cpPeakStageDelay_ns": 0.59,
        "worstPathRequired_ns": 4.91,
        "path_buffers": 1,
        "critPathSlowestCell": "ha_1",
        "critPathLaunchType": "flop",
        "arrival_ns": 2.82,
        "critical_path.cell_chain": "inv_1 > ha_1 > or3_1 > a21oi_1 > a2111oi_0 > nor4_1 > o32a_1",
        "r2r_slack_ns": 2.09,
        "path_class": "reg2reg",
    },
    "drt": {
        "routed_wl_mm": 8.53,
        "wl_per_cell_um": 13.8,
        "ant_nets": 0,
        "firstDrtPassIters": 5,
        "drt_iter0_markers": 264,
        "num_vias": 3242,
        "viasPerCell": 5.25,
        "drc": 0,
        "num_antenna_cells": 0,
    },
    "sta": {
        "finalMaxSlewViolations": 0,
        "worst_slew_pin_slew_ns": 0.839,
        "setup_tns_ns": 0,
        "finClkSkew_ns": 0.00821,
        "post-route-min-period_ns": 2.61,
        "setup_viol_count_final": 0,
        "min_period_over_period": 0.555,
        "timing.fmax_mhz": 383,
        "relSlewSlack": 0.436,
        "rsz0062_at_grt": "false",
        "hold_viol": 0,
    },
    "outcome": {
        "status": "complete, no violations",
    },
    "cts": {
        "cts-hold-fix-buffers": 0,
        "cts_buffers": 9,
        "clk_latency_ns": 0.33,
        "cts_setup_buffers": 0,
        "root_buffer": "clkbuf_16",
        "htreeDepth": 3,
        "cts_num_sinks": 78,
        "clkTransAtPathRegs_ns": 0.06,
        "cts_tree": "done",
        "clockBufferDepth": 2,
        "post_cts_resized": 0,
    },
    "worst_hold_path": {
        "hp-class": "reg2reg",
    },
}
-- power by group through the flow --
stage	combinational (mW)	clock [mW]	sequential, mW
final	0.0245	0.681	0.697
after global routing	0.0287	0.736	0.698
after CTS	0.0253	0.699	0.696
-- stage by stage --
step | std cells | power (mW) | area (sq um) | setup WS [ns] | hold WS [ns]
2_1_floorplan | 443 | 0.723 | 3980 | 0.635 | 0.395
3_3_place_gp | 602 | 0.735 | 4230 | 2.02 | 0.399
3_5_place_dp | 602 | 0.735 | 4230 | 1.99 | 0.406
4_1_cts | 618 | 1.42 | 4530 | 2.16 | 0.414
5_1_grt | 618 | 1.46 | 4530 | 1.91 | 0.443
6_report | 618 | 1.40 | 4530 | 2.09 | 0.413
-- layout by cell type, fill, tap and decap left out, types with 6 or more instances in the layout --
cell	count
a21oi_1	20
a22o_1	6
a31oi_1	16
clkbuf_16	10
clkdlybuf4s50_1	14
dfrtp_1	51
dfxtp_1	25
ha_1	6
inv_1	21
nand2_1	45
nand2b_1	10
nand3_1	17
nand4_1	6
nor2_1	37
nor3_1	11
nor4_1	6
o21ai_0	23
xnor2_1	9
-- sequential cells by signal, summed over array words and instances (netlist names), named ones only --
name and cells:
lut_index 8, mdly 18, mlcd_data 8, mlcd_rs 1
mlcd_st 3, mlcd_start 1, string_data 21, string_state 4
u0.cont 5, u0.lcd_en 1, u0.mstart 1, u0.odone 1
u0.prestart 1, u0.state 2
-- logic make-up (layout without fill, tap and decap cells) --
group                    count (synthesis)  after routing
multiplexers                             6              6
other                                    2              2
XOR/XNOR                                10             10
adder cells (fa/ha/maj)                  6              6
AND/OR/NAND/NOR                        172            172
flip-flops                              78             78
AND-OR/OR-AND                          116            116
buffers and inverters                   53             56
-- path summary, 6_finish.rpt --
path	startpoint	end	depth (start not counted)
setup / recovery	lut_index[1]	mlcd_data[5]	7
hold / removal	string_state[2]	string_data[11][5]	0
setup reg to reg	lut_index[1]	mlcd_data[5]	7
hold reg to reg	string_state[2]	string_data[11][5]	0
max in group asynchronous	btn[3]	async pin	4
min in group asynchronous	btn[2]	lut_index[1]	3
-- final cells by class --
class / instances / share of cell area
tap: 172 / 0.0475
clock buffer: 10 / 0.0552
clock inverter: 6 / 0.0108
sequential: 78 / 0.404
timing repair buffer: 19 / 0.0392
multi-input combinational: 312 / 0.426
inverter: 21 / 0.0174
-- metal layers --
metal / track usage / up-vias / wire length, um
li1: - / 1579 / -
met1: 0.209 / 1539 / 4120
met2: 0.200 / 106 / 3770
met3: 0.0262 / 18 / 461
met4: 0.0346 / 0 / 178
met5: 0 / - / 0
Power is estimated from default activity; no workload was simulated.
