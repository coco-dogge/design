File: flow/constraint.sdc
current_design lcd_demo3

set clk_period 4.9
set clk_io_pct 0.2

create_clock -name clk0 -period $clk_period [get_ports {CLK}]

set non_clock_inputs [all_inputs -no_clocks]
set_input_delay [expr $clk_period * $clk_io_pct] -clock clk0 $non_clock_inputs
set_output_delay [expr $clk_period * $clk_io_pct] -clock clk0 [all_outputs]
File: flow/design.v
module lcd_demo3(btn,CLK,sw,
	lcd_on,lcd_data,lcd_rs,lcd_rw,lcd_en);
input  CLK;
input [3:0] btn;
input [3:0]sw;
output [7:0] lcd_data;
output lcd_on,lcd_rs,lcd_rw,lcd_en;
reg	[5+2:0]	lut_index;
reg	[8:0]	lut_data;
reg	[5:0]	mlcd_st;
reg	[17:0]	mdly;
reg			mlcd_start;
reg	[7:0]	mlcd_data;
reg			mlcd_rs;
wire		mlcd_done;
wire		rst;
reg [7:0]	string_data[15:0][1:0];
reg [1:0]	string_state;
assign rst = btn[0];
localparam	
	lcd_intial	=	0,
	lcd_line1	=	5,
	lcd_ch_line	=	lcd_line1+16,
	lcd_line2	=	lcd_line1+16+1,
	lut_size	=	lcd_line1+32+1;
assign lcd_on=1'b1;
always@(posedge CLK or negedge rst)
begin
	if(!rst)
	begin
		lut_index	<=	0;
		mlcd_st		<=	0;
		mdly			<=	0;
		mlcd_start	<=	0;
		mlcd_data	<=	0;
		mlcd_rs		<=	0;
	end
	else
	begin
		if(lut_index<lut_size)
		begin
			case(mlcd_st)
			0:	begin
					mlcd_data	<=	lut_data[7:0];
					mlcd_rs		<=	lut_data[8];
					mlcd_start	<=	1;
					mlcd_st		<=	1;
				end
			1:	begin
					if(mlcd_done)
					begin
						mlcd_start	<=	0;
						mlcd_st		<=	2;					
					end
				end
			2:	begin
					if(mdly<18'h3fffe)
					mdly	<=	mdly+1;
					else
					begin
						mdly	<=	0;
						mlcd_st	<=	3;
					end
				end
			3:	begin
					lut_index	<=	lut_index+1;
					mlcd_st	<=	0;
				end
			endcase
		end
	end
end
always
begin
	case(lut_index)
	lcd_intial+0:	lut_data	<=	9'h038;
	lcd_intial+1:	lut_data	<=	9'h00c;
	lcd_intial+2:	lut_data	<=	9'h001;
	lcd_intial+3:	lut_data	<=	9'h006;
	lcd_intial+4:	lut_data	<=	9'h080;
	lcd_line1+0:	lut_data	<=	{1'b1,string_data[0] [0]};	 
	lcd_line1+1:	lut_data	<=	{1'b1,string_data[1] [0]};
	lcd_line1+2:	lut_data	<=	{1'b1,string_data[2] [0]};
	lcd_line1+3:	lut_data	<=	{1'b1,string_data[3] [0]};
	lcd_line1+4:	lut_data	<=	{1'b1,string_data[4] [0]};
	lcd_line1+5:	lut_data	<=	{1'b1,string_data[5] [0]};
	lcd_line1+6:	lut_data	<=	{1'b1,string_data[6] [0]};
	lcd_line1+7:	lut_data	<=	{1'b1,string_data[7] [0]};
	lcd_line1+8:	lut_data	<=	{1'b1,string_data[8] [0]};
	lcd_line1+9:	lut_data	<=	{1'b1,string_data[9] [0]};
	lcd_line1+10:	lut_data	<=	{1'b1,string_data[10][0]};
	lcd_line1+11:	lut_data	<=	{1'b1,string_data[11][0]};
	lcd_line1+12:	lut_data	<=	{1'b1,string_data[12][0]};
	lcd_line1+13:	lut_data	<=	{1'b1,string_data[13][0]};
	lcd_line1+14:	lut_data	<=	{1'b1,string_data[14][0]};
	lcd_line1+15:	lut_data	<=	{1'b1,string_data[15][0]};
	lcd_ch_line:	lut_data	<=	9'h0c0;
	lcd_line2+0:	lut_data	<=	{1'b1,string_data[0] [1]};	 
	lcd_line2+1:	lut_data	<=	{1'b1,string_data[1] [1]};	
	lcd_line2+2:	lut_data	<=	{1'b1,string_data[2] [1]};
	lcd_line2+3:	lut_data	<=	{1'b1,string_data[3] [1]};
	lcd_line2+4:	lut_data	<=	{1'b1,string_data[4] [1]};
	lcd_line2+5:	lut_data	<=	{1'b1,string_data[5] [1]};
	lcd_line2+6:	lut_data	<=	{1'b1,string_data[6] [1]};
	lcd_line2+7:	lut_data	<=	{1'b1,string_data[7] [1]};
	lcd_line2+8:	lut_data	<=	{1'b1,string_data[8] [1]};
	lcd_line2+9:	lut_data	<=	{1'b1,string_data[9] [1]};
	lcd_line2+10:	lut_data	<=	{1'b1,string_data[10][1]};
	lcd_line2+11:	lut_data	<=	{1'b1,string_data[11][1]};
	lcd_line2+12:	lut_data	<=	{1'b1,string_data[12][1]};
	lcd_line2+13:	lut_data	<=	{1'b1,string_data[13][1]};
	lcd_line2+14:	lut_data	<=	{1'b1,string_data[14][1]};
	lcd_line2+15:	lut_data	<=	{1'b1,string_data[15][1]};
	default:		lut_data	<=	9'h120;
	endcase
end
always @(posedge CLK)
begin
integer	i;
	case(sw[1:0])
		2'b00:	string_state<=2'b00;
		2'b01:	string_state<=2'b01;
		2'b10:	string_state<=2'b10;
		2'b11:	string_state<=2'b11;
	endcase
	if(rst)begin
		case(string_state)
			2'b00:begin
				string_data[0][sw[3]]	<=	" ";
				string_data[1][sw[3]]	<=	"W";
				string_data[2][sw[3]]	<=	"e";
				string_data[3][sw[3]]	<=	"l"; 
				string_data[4][sw[3]]	<=	"c";
				string_data[5][sw[3]]	<=	"o";
				string_data[6][sw[3]]	<=	"m";
				string_data[7][sw[3]]	<=	"e"; 
				string_data[8][sw[3]]	<=	" ";
				string_data[9][sw[3]]	<=	"t";
				string_data[10][sw[3]]	<=	"o";
				string_data[11][sw[3]]	<=	" "; 
				string_data[12][sw[3]]	<=	"t";
				string_data[13][sw[3]]	<=	"h";
				string_data[14][sw[3]]	<=	"e";
				string_data[15][sw[3]]	<=	" "; 
			end
			2'b01:begin
				string_data[0][sw[3]]	<=	" ";
				string_data[1][sw[3]]	<=	"a";
				string_data[2][sw[3]]	<=	"l";
				string_data[3][sw[3]]	<=	"t"; 
				string_data[4][sw[3]]	<=	"e";
				string_data[5][sw[3]]	<=	"r";
				string_data[6][sw[3]]	<=	"a";
				string_data[7][sw[3]]	<=	" "; 
				string_data[8][sw[3]]	<=	"d";
				string_data[9][sw[3]]	<=	"e";
				string_data[10][sw[3]]	<=	"1";
				string_data[11][sw[3]]	<=	"-"; 
				string_data[12][sw[3]]	<=	"7";
				string_data[13][sw[3]]	<=	"0";
				string_data[14][sw[3]]	<=	" ";
				string_data[15][sw[3]]	<=	" "; 
			end
			2'b10:begin
				string_data[0][sw[3]]	<=	" ";
				string_data[1][sw[3]]	<=	"N";
				string_data[2][sw[3]]	<=	"a";
				string_data[3][sw[3]]	<=	"t"; 
				string_data[4][sw[3]]	<=	"i";
				string_data[5][sw[3]]	<=	"o";
				string_data[6][sw[3]]	<=	"n";
				string_data[7][sw[3]]	<=	"a"; 
				string_data[8][sw[3]]	<=	"l";
				string_data[9][sw[3]]	<=	" ";
				string_data[10][sw[3]]	<=	"T";
				string_data[11][sw[3]]	<=	"a"; 
				string_data[12][sw[3]]	<=	"i";
				string_data[13][sw[3]]	<=	"p";
				string_data[14][sw[3]]	<=	"e";
				string_data[15][sw[3]]	<=	"i"; 
			end
			2'b11:begin
				string_data[0][sw[3]]	<=	" ";
				string_data[1][sw[3]]	<=	"S";
				string_data[2][sw[3]]	<=	"T";
				string_data[3][sw[3]]	<=	" "; 
				string_data[4][sw[3]]	<=	"N";
				string_data[5][sw[3]]	<=	"O";
				string_data[6][sw[3]]	<=	":";
				string_data[7][sw[3]]	<=	"1"; 
				string_data[8][sw[3]]	<=	"0";
				string_data[9][sw[3]]	<=	"9";
				string_data[10][sw[3]]	<=	"3";
				string_data[11][sw[3]]	<=	"6"; 
				string_data[12][sw[3]]	<=	"0";
				string_data[13][sw[3]]	<=	"1";
				string_data[14][sw[3]]	<=	"0";
				string_data[15][sw[3]]	<=	"1"; 
			end
		endcase
	end
end
lcd_controller 		u0	(	 
							.idata(mlcd_data),
							.irs(mlcd_rs),
							.istart(mlcd_start),
							.odone(mlcd_done),
							.iclk(CLK),
							.irst_n(rst),
							.lcd_data(lcd_data),
							.lcd_rw(lcd_rw),
							.lcd_en(lcd_en),
							.lcd_rs(lcd_rs)	);
endmodule
module lcd_controller (	
	idata,irs,istart,odone,iclk,irst_n,
	lcd_data,lcd_rw,lcd_en,lcd_rs	);
input	[7:0]	idata;
input	irs,istart;
input	iclk,irst_n;
output reg odone;
output [7:0] lcd_data;
output reg lcd_en;
output lcd_rw;
output lcd_rs;
reg [4:0]	cont;
reg	[1:0]	state;
reg	prestart,mstart;
assign	lcd_data	=	idata; 
assign	lcd_rw		=	1'b0;
assign	lcd_rs		=	irs;
always@(posedge iclk or negedge irst_n)
begin
	if(!irst_n)
	begin
		odone<=0;	lcd_en<=0;
		prestart<=0;	mstart<=0;
		cont<=0;	state<=0;
	end
	else
	begin
		prestart<=	istart;
		if({prestart,istart}==2'b01)
		begin
			mstart	<=	1'b1;
			odone	<=	1'b0;
		end
		if(mstart)
		begin
			case(state)
			0:	state	<=	1;	 
			1:	begin
					lcd_en	<=	1'b1;
					state		<=	2;
				end
			2:	begin					
					if(cont<25)
					cont	<=	cont+1;
					else
					state		<=	3;
				end
			3:	begin
					lcd_en	<=	1'b0;
					mstart	<=	1'b0;
					odone	<=	1'b1;
					cont	<=	0;
					state		<=	0;
				end
			endcase
		end
	end
end
endmodule
File: flow/config.mk
export PLATFORM = sky130hd
export DESIGN_NAME = lcd_demo3
export DESIGN_NICKNAME = lcd_demo3
export VERILOG_FILES = /design/flow/design.v
export SDC_FILE = /design/flow/constraint.sdc
export NUM_CORES = 4
export LEC_CHECK = 1
export CORE_UTILIZATION = 50
File: flow/run.sh
#!/bin/bash
# OpenROAD 26Q1-2900-gdf79404cd8, Yosys 0.63+post, stock flow scripts
make -C /OpenROAD-flow-scripts/flow DESIGN_CONFIG=/design/flow/config.mk WORK_HOME=/design/flow/orfs finish
==> job_summary.md <==
## Implementation flow summary

| Metric | Value |
|---|---|
| Status | finished clean |
| Reg-to-Reg Start | lut_index[3] |
| TritonCTS clock tree | yes |
| Tot GR Track Use | 27.5% |
| Tool warnings | 33 |
| Reg2reg path depth | 7 |
| CTS buffer count | 9 |
| Synthesized registers | 85 |
| LEAKAGE | 0.00222 µW |
| TritonRoute pass-1 iters | 6 |
| Worst-path fanout max | 27 |
| First DRT Iteration DRCs | 447 |
| Reg2Reg Setup Slack | 1.95 ns |
| Antenna violation net count after detailed routing | 0 |
| Final setup fails | 0 |
| Post-CTS Resized | 0 |
| Reg power frac | 57.9% |
| Tmin final | 2.95 ns |
| Max Slew Vio Count | 0 |
| Logic area | 0.00235 mm² |
| Yosys Instances | 516 |
| Fill cells | 816 |
| Placed cell areas | 0.00506 mm² |
| Layout area overhead | 9.08% |
| Worst setup endpoint | mlcd_data[4] |
| H-tree depth | 3 |
| Crit path depth | 7 |
| CP Buf/Inv Count | 1 |
| Rows | 35 |
| Critical Path AT | 3.15 ns |
| CP peak stage delay | 0.70 ns |
| Top cells, area | dfrtp_1 26%, edfxtp_1 17%, nand2_1 3.8% |
| Largest net degree at the start of global routing | 51 |
| FF-to-FF End | mlcd_data[4] |
| Ys async rst share | 62.4% |
| Clk root buf | clkbuf_8 |
| Sequential Area | 0.00225 mm² |
| Final Hold Slack | 0.443 ns |
| Clock sink count | 85 |
| Synth warn | 2 |
| Number of port buffers | 14 |
| Sw frac | 23.5% |
| Yosys chip area | 0.00483 mm² |
| Slew @ Worst Pin | 0.844 ns |
| Setup Skew | 0.0130 ns |
| FP Core Util | 52.1% |
| Syn avg cell area | 9.37 µm² |
| Cell Type Count | 69 |
| Int Pwr | 1010 µW |
| Initial antenna violation count | 0 |
| Crit path max-delay cell type | a2111oi_0 |
| Worst Hold Class | reg -> reg |
| Die X | 100 µm |
| CP Capture Type | flip-flop |
| Synthesized netlist cell count | 516 |
| Syn Std Cell Area | 0.00483 mm² |
| Final Hold Vio Count | 0 |
| WP data required | 5.11 ns |
| Clk pwr share | 39.5% |
| First-pass GRT wire length | 20.2 mm |
| Max-slew headroom | 43.3% |
| Die Y | 100 µm |
| Hold path depth | 0 |
| Routed vias | 4058 |
| Clock latency (worst-skew pair) | 0.35 ns |
| CTS Buffer Depth | 2 |
| Routed WL | 12.5 mm |
| Psw | 311 µW |
| Critical Setup Path Class | reg -> reg |
| Fmax | 339 MHz |
| Gr ovfl total | 0 |
| Synth Seq Share | 46.5% |
| Flip-flops with a built-in enable | 28 |
| Placeable Area | 0.00928 mm² |
| Gpl congestion | 0.939 |
| Tcrit/Tclk final | 60.1% |
| VDD IR max | 0.000150 V |
| Layout cells sized above 1 | 9.00% |
| CP top delay family | AND-OR/OR-AND gates |
| CP Cell Sequence | buf_4 -> a211oi_1 -> o21a_1 -> nand2_1 -> a221o_1 -> a2111oi_0 -> a21oi_1 |
| Diode count | 0 |
| Power per cell area | 251 mW/mm² |
| Area leader share | 26.4% |
| Top-level port count | 21 |
| Final Cell Area | 0.00527 mm² |
| WL/cell | 19.2 µm |
| Setup crit start | lut_index[3] |
| Number of remaining DRC errors | 0 |
| Cts hold-fix bufs | 0 |
| Top Layout Cells | 51 x dfrtp_1, 49 x nand2_1, 43 x nor2_1, 32 x o21ai_0, 28 x edfxtp_1 |
| RSZ-0062 raised after global routing | false |
| Crit start category | flip-flop |
| Ys flop type | dfrtp_1 |
| Die area | 0.0101 mm² |
| Routed vias/inst | 6.23 |
| Setup TNS | 0 ns |
| Area leader, netlist | dfrtp_1 |
| Post-CTS Setup Repair Bufs | 0 |
| CTS clk-pin slew, worst paths | 0.09 ns |
| Max Cap Viol | 0 |
| DP Wirelength | 8.53 mm |
| Comb pwr share | 2.5% |
| Vias in the first global route | 3822 |
| Commonest Layout Cell | dfrtp_1 |
## Yosys cell counts (3+ instances only)
cell type,number
dfrtp_1,51
nand2_1,49
nor2_1,43
o21ai_0,32
edfxtp_1,28
clkbuf_1,26
nand3_1,26
a21oi_1,24
inv_1,20
and3_1,15
a21o_1,13
a22oi_1,10
xnor2_1,10
a31oi_1,9
a32oi_1,9
a22o_1,8
nor2b_1,8
ha_1,7
nand4_1,6
nor3_1,6
xor2_1,6
a211oi_1,5
and2_1,5
buf_2,5
buf_4,5
mux2_2,5
o211ai_1,5
o21ai_1,5
a32o_1,4
dfxtp_1,4
o21a_1,4
a2111oi_0,3
a222oi_1,3
nor2_2,3
nor4_1,3
o31ai_1,3
## layout make-up
type / instances / area share [%]
Clock inverter: 6 / 1.35
Tap cell: 129 / 3.06
Clock buffer: 10 / 2.61
Inverter: 20 / 1.42
Sequential cell: 85 / 42.7
Multi-Input combinational cell: 374 / 44.5
Timing Repair Buffer: 27 / 4.41
## flip-flops by register name (all words and copies together) (netlist names), named ones only
register      cells
lut_index         8
mdly             18
mlcd_data         8
mlcd_rs           1
mlcd_st           3
mlcd_start        1
string_data      28
string_state      4
u0.cont           5
u0.lcd_en         1
u0.mstart         1
u0.odone          1
u0.prestart       1
u0.state          2
## worst reg2reg max path: stages (launching register included)
cell,delay [ns]
dfrtp_1,0.37
buf_4,0.23
a211oi_1,0.40
o21a_1,0.27
nand2_1,0.35
a221o_1,0.37
a2111oi_0,0.70
a21oi_1,0.13
## cell families (layout without fill, tap and decap cells)
family                     after synthesis  in the layout  synth area share [%]
AOI/OAI and AO/OA                      159            159                  22.8
other                                    2              2                 0.155
buffers and inverters                   57             63                  4.94
muxes                                    7              7                  1.58
adders and majority gates                7              7                  1.81
and+or+nand+nor                        183            183                  19.3
xor gates and xnor gates                16             16                  2.90
DFF                                     85             85                  46.5
## how the worst min path moves through the flow
stage	slack [ns]	end	startpoint
5_1_grt	0.47	u0.cont[1]	btn[0]
6_report	0.44	u0.prestart	mlcd_start
4_1_cts	0.45	u0.prestart	mlcd_start
## power groups by stage
| stage | combinational (µW) | clock, µW | sequential [µW] |
|---|---|---|---|
| after CTS | 34.6 | 536 | 767 |
| final | 33.3 | 524 | 768 |
| after global routing | 38.8 | 567 | 769 |
## through the flow
stage / cells / total power (µW) / setup WS, ns / util, %
after floorplan: 516 / 788 / 2.64 / -
after global placement: 635 / 816 / 2.04 / 54.6
after detailed placement: 635 / 816 / 2.15 / 54.6
after CTS: 651 / 1340 / 2.12 / 56.8
after global routing: 651 / 1370 / 1.89 / 56.8
final: 651 / 1330 / 1.95 / 56.8
## routing by layer
layer / global-route usage [%] / vias up / share of wire [%]
met3: 11.0 / 23 / 11
met4: 5.80 / 0 / 2.1
li1: - / 1915 / -
met2: 37.7 / 184 / 43
met5: 0 / - / 0
met1: 43.4 / 1936 / 44
Power is estimated from default activity; no workload was simulated.
