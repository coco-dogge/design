==> /design/flow/design.v <==
module HW21(btn,CLK,sw,
	lcd_on,lcd_data,lcd_rs,lcd_rw,lcd_en);
input  CLK;
input [3:0] btn;
input [3:0]sw;
output [7:0] lcd_data;
output lcd_on,lcd_rs,lcd_rw,lcd_en;
reg	[5+2:0]	lut_index;
reg	[8:0]	lut_data;
reg	[5:0]	mlcd_st;
reg	[17:0]	mdly;
reg			mlcd_start;
reg	[7:0]	mlcd_data;
reg			mlcd_rs;
wire		mlcd_done;
wire		rst;
reg [7:0]	string_data[15:0][1:0];
reg [1:0]	string_state;
reg [9:0] tim;
reg [3:0] a,b;
reg [30:0] q;
reg flag;
assign rst = btn[0] & btn[1] & btn[2] & btn[3];
localparam	
	lcd_intial	=	0,
	lcd_line1	=	5,
	lcd_ch_line	=	lcd_line1+16,
	lcd_line2	=	lcd_line1+16+1,
	lut_size	=	lcd_line1+32+1;
assign lcd_on=1'b1;
always@(posedge CLK or negedge rst)
begin
	if(!rst)
	begin
		lut_index	<=	0;
		mlcd_st		<=	0;
		mdly		<=	0;
		mlcd_start	<=	0;
		mlcd_data	<=	0;
		mlcd_rs		<=	0;
	end
	else
	begin
		if(lut_index<lut_size)
		begin
			case(mlcd_st)
			0:	begin
					mlcd_data	<=	lut_data[7:0];
					mlcd_rs		<=	lut_data[8];
					mlcd_start	<=	1;
					mlcd_st		<=	1;
				end
			1:	begin
					if(mlcd_done)
					begin
						mlcd_start	<=	0;
						mlcd_st		<=	2;					
					end
				end
			2:	begin
					if(mdly<18'h3fffe)
					mdly	<=	mdly+1;
					else
					begin
						mdly	<=	0;
						mlcd_st	<=	3;
					end
				end
			3:	begin
					lut_index	<=	lut_index+1;
					mlcd_st	<=	0;
				end
			endcase
		end
	end
end
always
begin
	case(lut_index)
	lcd_intial+0:	lut_data	<=	9'h038;
	lcd_intial+1:	lut_data	<=	9'h00c;
	lcd_intial+2:	lut_data	<=	9'h001;
	lcd_intial+3:	lut_data	<=	9'h006;
	lcd_intial+4:	lut_data	<=	9'h080;
	lcd_line1+0:	lut_data	<=	{1'b1,string_data[0] [0]};	 
	lcd_line1+1:	lut_data	<=	{1'b1,string_data[1] [0]};
	lcd_line1+2:	lut_data	<=	{1'b1,string_data[2] [0]};
	lcd_line1+3:	lut_data	<=	{1'b1,string_data[3] [0]};
	lcd_line1+4:	lut_data	<=	{1'b1,string_data[4] [0]};
	lcd_line1+5:	lut_data	<=	{1'b1,string_data[5] [0]};
	lcd_line1+6:	lut_data	<=	{1'b1,string_data[6] [0]};
	lcd_line1+7:	lut_data	<=	{1'b1,string_data[7] [0]};
	lcd_line1+8:	lut_data	<=	{1'b1,string_data[8] [0]};
	lcd_line1+9:	lut_data	<=	{1'b1,string_data[9] [0]};
	lcd_line1+10:	lut_data	<=	{1'b1,string_data[10][0]};
	lcd_line1+11:	lut_data	<=	{1'b1,string_data[11][0]};
	lcd_line1+12:	lut_data	<=	{1'b1,string_data[12][0]};
	lcd_line1+13:	lut_data	<=	{1'b1,string_data[13][0]};
	lcd_line1+14:	lut_data	<=	{1'b1,string_data[14][0]};
	lcd_line1+15:	lut_data	<=	{1'b1,string_data[15][0]};
	lcd_ch_line:	lut_data	<=	9'h0c0;
	lcd_line2+0:	lut_data	<=	{1'b1,string_data[0] [1]};	 
	lcd_line2+1:	lut_data	<=	{1'b1,string_data[1] [1]};	
	lcd_line2+2:	lut_data	<=	{1'b1,string_data[2] [1]};
	lcd_line2+3:	lut_data	<=	{1'b1,string_data[3] [1]};
	lcd_line2+4:	lut_data	<=	{1'b1,string_data[4] [1]};
	lcd_line2+5:	lut_data	<=	{1'b1,string_data[5] [1]};
	lcd_line2+6:	lut_data	<=	{1'b1,string_data[6] [1]};
	lcd_line2+7:	lut_data	<=	{1'b1,string_data[7] [1]};
	lcd_line2+8:	lut_data	<=	{1'b1,string_data[8] [1]};
	lcd_line2+9:	lut_data	<=	{1'b1,string_data[9] [1]};
	lcd_line2+10:	lut_data	<=	{1'b1,string_data[10][1]};
	lcd_line2+11:	lut_data	<=	{1'b1,string_data[11][1]};
	lcd_line2+12:	lut_data	<=	{1'b1,string_data[12][1]};
	lcd_line2+13:	lut_data	<=	{1'b1,string_data[13][1]};
	lcd_line2+14:	lut_data	<=	{1'b1,string_data[14][1]};
	lcd_line2+15:	lut_data	<=	{1'b1,string_data[15][1]};
	default:		lut_data	<=	9'h120;
	endcase
end
always @(posedge CLK)
begin
integer i;
	a <= tim % 10;
	b <= tim	/ 10 % 10;
	string_data[0][0]	<=	"C";
	string_data[1][0]	<=	"L";
	string_data[2][0]	<=	"K";
	string_data[3][0]	<=	" "; 
	string_data[4][0]	<=	"S";
	string_data[5][0]	<=	"E";
	string_data[6][0]	<=	"T";
	string_data[7][0]	<=	":"; 
	string_data[8][0]	<=	"0"+b;
	string_data[9][0]	<=	"0"+a;
	string_data[10][0]	<=	" ";
	string_data[11][0]	<=	" "; 
	string_data[12][0]	<=	" ";
	string_data[13][0]	<=	" ";
	string_data[14][0]	<=	" ";
	string_data[15][0]	<=	" "; 
	for(i=0;i<16;i=i+1)
		string_data[i][1]	<=	8'h20;
	q<= q +1;
end
always @(posedge q[20])
begin
	if(!btn[3])tim <= 0;
	else if(!(btn[0] || flag))begin tim <= tim + 1;flag <= 1; end
	else if(!(btn[1] || flag))begin tim <= tim - 1;flag <= 1; end
	else if(btn == 4'b1111)flag<= 0;
end
lcd_controller 		u0	(	 
							.idata(mlcd_data),
							.irs(mlcd_rs),
							.istart(mlcd_start),
							.odone(mlcd_done),
							.iclk(CLK),
							.irst_n(rst),
							.lcd_data(lcd_data),
							.lcd_rw(lcd_rw),
							.lcd_en(lcd_en),
							.lcd_rs(lcd_rs)	);
endmodule
module lcd_controller (	
	idata,irs,istart,odone,iclk,irst_n,
	lcd_data,lcd_rw,lcd_en,lcd_rs	);
input	[7:0]	idata;
input	irs,istart;
input	iclk,irst_n;
output reg odone;
output [7:0] lcd_data;
output reg lcd_en;
output lcd_rw;
output lcd_rs;
reg [4:0]	cont;
reg	[1:0]	state;
reg	prestart,mstart;
assign	lcd_data	=	idata; 
assign	lcd_rw		=	1'b0;
assign	lcd_rs		=	irs;
always@(posedge iclk or negedge irst_n)
begin
	if(!irst_n)
	begin
		odone<=0;	lcd_en<=0;
		prestart<=0;	mstart<=0;
		cont<=0;	state<=0;
	end
	else
	begin
		prestart<=	istart;
		if({prestart,istart}==2'b01)
		begin
			mstart	<=	1'b1;
			odone	<=	1'b0;
		end
		if(mstart)
		begin
			case(state)
			0:	state	<=	1;	 
			1:	begin
					lcd_en	<=	1'b1;
					state		<=	2;
				end
			2:	begin					
					if(cont<25)
					cont	<=	cont+1;
					else
					state		<=	3;
				end
			3:	begin
					lcd_en	<=	1'b0;
					mstart	<=	1'b0;
					odone	<=	1'b1;
					cont	<=	0;
					state		<=	0;
				end
			endcase
		end
	end
end
endmodule
==> /design/flow/run.sh <==
#!/bin/bash
# OpenROAD 26Q1-2900-gdf79404cd8, Yosys 0.63+post, stock flow scripts
make -C /OpenROAD-flow-scripts/flow DESIGN_CONFIG=/design/flow/config.mk WORK_HOME=/design/flow/orfs finish
==> /design/flow/config.mk <==
export PLATFORM = sky130hd
export DESIGN_NAME = HW21
export DESIGN_NICKNAME = HW21
export VERILOG_FILES = /design/flow/design.v
export SDC_FILE = /design/flow/constraint.sdc
export NUM_CORES = 4
export LEC_CHECK = 1
export CORE_UTILIZATION = 40
==> /design/flow/constraint.sdc <==
current_design HW21

set clk_period 3.1
set clk_io_pct 0.2

create_clock -name clk0 -period $clk_period [get_ports {CLK}]

set non_clock_inputs [all_inputs -no_clocks]
set_input_delay [expr $clk_period * $clk_io_pct] -clock clk0 $non_clock_inputs
set_output_delay [expr $clk_period * $clk_io_pct] -clock clk0 [all_outputs]
==> metrics.sh <==
HTREE_LEVELS=3
GRT_FIRST_PASS_WIRELENGTH_MM=22.57
OVERFLOW=0
NUMBER_OF_STANDARD_CELLS_REPORTED_BY_YOSYS=746
NUMBER_OF_REGISTER_PINS_THAT_NO_CLOCK_REACHES=11
INITIALDRTVIOLATIONCOUNT=350
WORST_EP_REQUIRED_TIME_NS=3.36
XOR_SHARE=0.06762
SETUP.WORST_PATH.START_CLASS='flip-flop'
CP_NUM_CELLS=7
FINAL-SETUP-VIOL-COUNT=0
GRT_PASS1_VIAS=4840
ROUTE.ANTENNA.DIODE_COUNT=0
FIRST_DRT_PASS_ITERATION_COUNT=4
STD_CELL_ROWS=45
MAPPEDNETLISTAREA_SQ_UM=6217
PLACE.PORT_BUFFERS=14
DIE_WIDTH_UM=126.7
POST-DP-HPWL_MM=9.275
GRT_SETUP_UNREPAIRED='no'
STATUS='completed'
ANTENNA_FOUND_INITIAL=0
TIMING.SLEW.HEADROOM=0.4158
DRIVE_ABOVE_1_SHARE=0.06568
CHIP_AREA_SQ_UM=16050
CTS_SETUP_BUFFERS=0
PLACED_CELL_AREA_SQ_UM=6486
WARNING_COUNT=33
IRDROPWORSTVDD_mV=0.3448
AREA_LEADERS='dfrtp_1 21%, dfxtp_1 15%, nand2_1 5.3%'
PLACE_CONGESTION=0.8992
MIN_PATH_CELLS=0
WORST_SETUP_PATH_END_KIND='flip-flop'
SLEW_AT_THE_PIN_CLOSEST_TO_ITS_MAX_SLEW_LIMIT_NS=0.8722
FIN_SKEW_NS=0.005900
MIN-DELAY-PATH-CLASS='reg -> reg'
REG2REGPATHDEPTH=7
SYNTH-SEQ-AREA-SHARE=0.3699
DIE_H_UM=126.7
CTS-ROOT-BUF='clkbuf_16'
TIMING.CRITICAL_PATH.SLOWEST_STAGE_CELL='dfrtp_1'
SYN_INST=746
WORST-ENDPOINT-ARRIVAL_NS=2.84
FINAL_WORST_SETUP_SLACK_NS=0.5176
YOSYS-STAT-AREA_SQ_UM=6217
POWER_DENSITY_OF_THE_PLACED_CELLS_nW_PER_UM2=339.4
DRC_ERRORS=0
YOSYS-DOMINANT-COMB-FAMILY='AND-OR/OR-AND gates'
BOUNDARYPINS=21
SETUP-TNS-FINAL_NS=0
YOSYS.AREA_SHARE.SIMPLE=0.2153
ROUTED_VIA_DENSITY=5.601
POST_SYNTH_AO_OA_AREA_FRACTION=0.2375
CTS_RESIZED=0
UNCONSTRAINED_ENDPOINTS=20
TIMING_HOLD_VIOLATIONS_FINAL=0
AREA_GROWTH_PCT=9.257
GRT_START_MAX_NET_PINS=29
ENABLE_FLOP_CELLS=1
FINAL_UTIL=0.4468
CP_SLOWEST_STAGE_DELAY_NS=0.57
YOSYS_REGISTER_BITS=101
ANT_NETS=0
FINALINSTANCEAREA_SQ_UM=6793
SLEW_VIOL_FINAL=0
HOLD_WORST_SLACK_NS=0.3258
PLACEDCELLCOUNT=918
MAX_CLOCK_FREQ_GHz=0.3872
ASYNCSETRESETFLOPFRACSYNTH=0.5248
ROUTED_WIRELENGTH_MM=12.75
GLOBALROUTETOTALUTIL=0.1704
CLK_LATENCY_NS=0.34
DRT-WIRELENGTH-PER-CELL_UM=13.65
CRIT_STARTPOINT='lut_index[2]$_DFFE_PN0P_'
ORIGIN_OF_THE_WORST_MIN_DELAY_PATH='b[1]$_DFF_P_'
CTS_BUFFER_DEPTH=2
FLOORPLAN.INITIALDENSITY=0.4090
TOP_AREA_CELL='dfrtp_1'
CP_NUM_BUF_INV=0
MAX_CAP_VIOL_COUNT=0
SYNTHTOPCELLSBYCOUNT='87 x nand2_1, 55 x o21ai_0, 51 x dfrtp_1'
TOP_CELL='nand2_1'
YOSYSTOPAREACELLSHARE=0.2053
NUMCTSBUFFERS=9
FILLER_FREE_CELL_COUNT_OF_THE_FINISHED_DESIGN=934
POST-ROUTE-PERIOD-UTIL=0.8330
SYNTH.AVG_CELL_AREA_SQ_UM=8.334
WORST_SETUP_HOLD_PATH_CLK_SLEW_NS=0.07
LAYOUT_MIN_CYCLE_TIME_NS=2.582
POWER_mW=2.306
CTS_HOLD_BUF=0
CRIT_TOP_CELL='nand2_1'
TRITONCTS='built'
DOMINANTREGCELLSYNTH='dfrtp_1'
POST-PLACE-WS_NS=0.5540
MUXSHAREOFSYNTHAREA=0.01711
VIAS_POST_DR=5231
CRITPATHMAXFANOUT=18
TIMING_WORST_SETUP_PATH_TYPE='reg -> reg'
CRITICAL_PATH.CELL_CHAIN='a211o_1 > a211oi_1 > nand2_1 > nor3_1 > nand2_1 > or3_1 > a21oi_1'
WORSTREG2REGSTART='lut_index[2]$_DFFE_PN0P_'
SYNTH_WARNINGS=3
SYNTH.LIB_CELLS_USED.DISTINCT=82
LEAKAGEPOWER_nW=2.811
SYNTH_AREA_IN_ADDERS=0.04870
CRITICAL-PATH-TOP-DELAY-FAMILY='simple AND/OR/NAND/NOR gates'
CORE_AREA_SQ_UM=15200
layout make-up:
class                   count  area (sq um)
repair buffers             20         185.2
well taps                 188         235.2
clock buffers               9         225.2
flip-flops and latches    101          2300
clock inverters             7         81.33
fillers                  1405          8409
inverters                  30         112.6
multi-input cells         579          3654
routing by layer:
layer / part of all wire / track usage / wire, um / vias to the layer above
met3: 0.028 / 0.01676 / 358 / 10
li1: - / - / - / 2674
met2: 0.46 / 0.2814 / 5834 / 93
met1: 0.50 / 0.2559 / 6399 / 2454
met5: 0 / 0 / 0 / -
met4: 0.013 / 0.02101 / 161 / 0
cell families after synthesis:
logic type	after synthesis
buf+inv	66
mux	10
other cells	2
simple gates	274
fa+ha+maj	24
xor+xnor	48
compound gates	221
flops	101
layout by cell type, fill, tap and decap left out, types with 6 or more instances in the layout:
master,count
nor2_1,50
clkdlybuf4s50_1,14
a211oi_1,7
dfrtp_1,51
buf_4,6
nor3_1,19
nand3_1,32
o21ai_0,55
o22ai_1,8
a22o_1,8
or3_1,12
and3_1,9
a21o_1,13
a21oi_1,45
ha_1,21
nor2b_1,9
xor2_1,18
and2_1,16
dfxtp_1,47
xnor2_1,30
inv_1,27
nand4_1,7
o21ai_1,11
clkbuf_16,9
nand2_1,87
a31oi_1,10
nand2b_1,7
worst register-to-register path, delay by kind of cell, from the launching register on:
kind | cells | cell delay [ns]
simple gates | 4 | 1.10
flops | 1 | 0.57
compound gates | 3 | 0.84
power by group:
group	internal, mW	leakage, nW	switching (mW)	total (mW)
Combinational	0.0164	1.55	0.0211	0.0374
Clock	0.639	0.149	0.462	1.10
Sequential	1.17	1.12	0	1.17
worst paths after layout:
check	end	slack, ns
setup / recovery	mdly[7]$_DFFE_PN0P_	0.52
hold / removal	string_data[15][1]$_DFF_P_	0.33
setup reg to reg	mdly[7]$_DFFE_PN0P_	0.52
hold reg to reg	string_data[15][1]$_DFF_P_	0.33
max in group asynchronous	async pin	1.25
min in group asynchronous	lut_index[2]$_DFFE_PN0P_	0.83
sequential cells by signal (all words and copies together) (netlist names), 2 cells and up, named ones only:
| name | cells |
|---|---|
| b | 4 |
| u0.cont | 5 |
| a | 4 |
| u0.state | 2 |
| mdly | 18 |
| mlcd_st | 3 |
| string_data | 8 |
| mlcd_data | 8 |
| tim | 10 |
| q | 21 |
| lut_index | 8 |
Power is estimated from default activity; no workload was simulated.
